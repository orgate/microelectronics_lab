### run.sh
#!/bin/bash
# OpenROAD 26Q1-2900-gdf79404cd8, Yosys 0.63+post, stock flow scripts
make -C /OpenROAD-flow-scripts/flow DESIGN_CONFIG=/design/flow/config.mk WORK_HOME=/design/flow/orfs finish
### config.mk
export PLATFORM = sky130hd
export DESIGN_NAME = adder
export DESIGN_NICKNAME = adder
export VERILOG_FILES = /design/flow/design.v
export SDC_FILE = /design/flow/constraint.sdc
export NUM_CORES = 4
export LEC_CHECK = 1
export CORE_AREA = 10 10 70 70
export DIE_AREA = 0 0 80 80
### constraint.sdc
current_design adder

set clk_period 4.6
set clk_io_pct 0.2

create_clock -name clk0 -period $clk_period

set non_clock_inputs [all_inputs -no_clocks]
set_input_delay [expr $clk_period * $clk_io_pct] -clock clk0 $non_clock_inputs
set_output_delay [expr $clk_period * $clk_io_pct] -clock clk0 [all_outputs]
### design.v
module adder (
	      sum, 
	      a, b
	      ) ;
   input  [7:0] a, b;
   output [7:0] sum;
   assign 	sum = a + b;
endmodule  
==> deck_impl_summary.md <==
Synthesis and Place & Route Summary

Cells and area
  – Multi-input logic area: 312.8 um^2
  – Fillers: slightly below 400
  – Flop count: 0
  – Area grow syn2layout: 89.81%
  – Top cell excl fill/tap: clkdlybuf4s50_1
  – Commonest non-fill, non-tap cells in the layout: clkdlybuf4s50_1, ha_1, inv_1, a21oi_1, o211ai_1
  – Final Instance Count excl. Fillers: 112
  – Clkbuf count: 0
  – Register area: 0 um^2
  – Layout cells sized above 1: 0.01515

Timing
  – Final hold vios: 0
  – Setup WS post-layout: 0.7116 ns
  – Setup TNS: 0 ns
  – Final critical-path required period: 3.888 ns
  – Max-slew violations: 0
  – Fmax achieved: approximately 260 MHz
  – Post-layout period usage: 0.8453
  – Slew margin rel.: 0.7209
  – Endpoints failing setup: 0
  – Worst-Margin Slew: 0.4161 ns
  – RSZ-0062 raised after global routing: no

Power and ir drop
  – Pleak: 0.0002417 uW
  – Cell Pwr Density: 123.8 mW/mm^2
  – Peak supply drop: 0.03616 mV

Global route
  – Pin count of the biggest net entering global routing: 7
  – GRT Residual Overflow: 0
  – Total Routing Usage GR: 0.03399
  – Vias in the first global route: about 390
  – Antenna violations before repair: 0
  – First-pass GRT wire length: 1828 um

Drt
  – DR WL/cell: 10.05 um
  – Iter 0 DRT Violations: 28
  – Antenna cells: 0
  – Post-Route WL: around 1100 um
  – DR pass1 iterations: 4
  – DR vias: roughly 390
  – Vias/cell: ~3.5
  – Residual DRC count: 0
  – DRT antenna net count: 0

Die
  – Core area: 0.003416 mm^2
  – Die Ht: roughly 80 um
  – Top-Level Pins: 24
  – Row count: 21
  – Die ar.: approximately 0.0064 mm^2
  – Fp util: 0.09707
  – Die width: 80 um

Place
  – IO buf count: 24
  – Final GP Congestion: between 0.7 and 0.8
  – Post-Place Cells: 112
  – Post-DP HPWL: 1028 um
  – Pre-CTS setup slack: 0.6708 ns

Synth
  – Cell taking the most area after synthesis: ha_1
  – Biggest area cells: ha_1, a21oi_1, o211ai_1, fa_1, inv_1
  – Yosys chip area: 331.6 um^2
  – Post-Syn Instances: 42
  – FA/HA/MAJ Cells, Area Fraction: 0.3245
  – Compound-Gate Fraction of Synth Area: 0.3736
  – Total of warnings raised by yosys: 0
  – Yosys simple share: 0.1396
  – Dominant comb cell: AND-OR/OR-AND gates
  – Register share after synthesis: 0
  – Avg Cell Area, Syn: 7.894 um^2
  – Yosys cell count: 42
  – Synth Area in XOR/XNOR: 0.1057
  – Netlist Area Pre-Place: 331.6 um^2
  – Synth cell types: 23
  – Area share, top type: 0.2642
  – Mux frac, synth: 0

Job
  – Max-cap viol count: 0
  – Tool warnings: 32

Clocking
  – Hold buffer count at CTS: 0
  – Post-CTS setup buffer count: 0
  – Resize count post-CTS: 0

Critical path
  – Crit path DRT: 3.68 ns
  – CP Data Arrival Time: 2.97 ns
  – Crit. End Element: output port
  – Worst path max stage delay: about 0.52 ns
  – CP Launch Type: primary input
  – Critical path class: primary input to output port
  – CP max stage cell: clkdlybuf4s50_1
  – Most numerous cell on the critical path: clkdlybuf4s50_1
  – Cell chain of the critical path: clkdlybuf4s50_1, ha_1, inv_1, fa_1, nor2b_4, o311ai_0, o311ai_1, clkdlybuf4s50_1
  – CP bufs+invs: 3
  – CP delay by family, top: buffers and inverters
  – CP Max Fanout: 3

Run status
  – Status: finished clean

Worst hold path
  – Hold Path Class: primary input to output port
-- area by class of cell --
class | instances | share of cell area
Multi-Input combinational cell | 37 | 0.4970
Timing Repair Buffer | 24 | 0.3817
Tap cell | 46 | 0.09145
Inverter | 5 | 0.02982
-- cells by family (layout without fill, tap and decap cells) --
family | count (synthesis) | count (layout)
AND-OR/OR-AND | 18 | 18
XOR/XNOR | 4 | 4
adder cells (fa/ha/maj) | 8 | 8
AND/OR/NAND/NOR | 7 | 7
buffers and inverters | 5 | 29
-- worst min-delay path: stages --
cell	delay (ns)
clkdlybuf4s50_1	0.45
ha_1	0.11
clkdlybuf4s50_1	0.46
-- per-layer routing --
metal / part of all wire / global-route usage / up-vias
met1: 0.42 / 0.04434 / 160
met5: 0 / 0 / -
li1: - / - / 211
met3: 0.17 / 0.02045 / 0
met2: 0.40 / 0.04976 / 20
met4: 0 / 0 / 0
-- path summary, 6_finish.rpt --
| path | startpoint | end | slack [ns] | depth (start not counted) |
|---|---|---|---|---|
| hold / removal | b[0] | sum[0] | 2.86 | 3 |
| setup / recovery | a[0] | sum[6] | 0.71 | 8 |
-- Yosys cell counts --
master,count
a211oi_1,1
a21o_1,1
a21oi_1,5
a221oi_1,1
fa_1,1
ha_1,7
inv_1,5
nand2_1,1
nand2b_1,1
nor2_1,1
nor2b_1,1
nor2b_4,1
nor3_1,1
nor3b_1,1
o211ai_1,3
o21a_1,1
o21ai_0,2
o2bb2ai_1,1
o311ai_0,1
o311ai_1,1
o31a_1,1
xnor2_1,2
xor2_1,2
-- through the flow --
stage                     cell area, um^2  total power (uW)  hold WS, ns    util
after global routing                629.4             87.82        2.912  0.1842
after detailed placement            629.4             79.38        2.872  0.1842
after CTS                           629.4             80.30        2.877  0.1842
final                               629.4             77.92        2.863  0.1842
after global placement              629.4             79.21        2.873  0.1842
after floorplan                     331.6             33.12        1.912       -
-- where the power goes --
part           leakage [uW]  internal (uW)  switching, uW  total, uW
logic              0.000242           50.7           27.2       77.9
registers                 0              0              0          0
clock network             0              0              0          0
Power figures rest on the tool's default switching activity, not on a simulated workload.
