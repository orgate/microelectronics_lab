--- design.v ---
module acc (
	    acc, 
	    clk, reset, a
	    ) ;
   input  clk, reset;
   input [7:0] a;
   output [7:0] acc;
   reg [7:0] 	acc;
   always @ (posedge clk or posedge reset) begin
      if (reset) begin
	 acc <= 0;
      end else begin
	 acc <= acc + a;
      end
   end
endmodule  
--- config.mk ---
export PLATFORM = sky130hd
export DESIGN_NAME = acc
export DESIGN_NICKNAME = acc
export VERILOG_FILES = /design/flow/design.v
export SDC_FILE = /design/flow/constraint.sdc
export NUM_CORES = 4
export LEC_CHECK = 1
export CORE_AREA = 10 10 76 76
export DIE_AREA = 0 0 86 86
--- run.sh ---
#!/bin/bash
# OpenROAD 26Q1-2900-gdf79404cd8, Yosys 0.63+post, stock flow scripts
make -C /OpenROAD-flow-scripts/flow DESIGN_CONFIG=/design/flow/config.mk WORK_HOME=/design/flow/orfs finish
--- constraint.sdc ---
current_design acc

set clk_period 5.6
set clk_io_pct 0.2

create_clock -name clk0 -period $clk_period [get_ports {clk}]

set non_clock_inputs [all_inputs -no_clocks]
set_input_delay [expr $clk_period * $clk_io_pct] -clock clk0 $non_clock_inputs
set_output_delay [expr $clk_period * $clk_io_pct] -clock clk0 [all_outputs]
==> out/summary.json <==
{
  "result_of_the_run": {"value": "complete, no violations"},
  "endpoint_kind": {"value": "register"},
  "hold_violations": {"value": 0},
  "tightest_slew": {"value": 0.375, "unit": "ns"},
  "grt-ovfl-total": {"value": 0},
  "die_width": {"value": 86, "unit": "um"},
  "rsz0062_at_grt": {"value": "no"},
  "largest_net_degree_at_the_start_of_global_routing": {"value": 9},
  "power.density_cell_area": {"value": 520, "unit": "nW/um^2"},
  "top_regs": {"value": "acc x8"},
  "die_area": {"value": 7400, "unit": "um^2"},
  "grt_antenna_before_repair": {"value": 0},
  "port_buffers": {"value": 17},
  "finalClockPeriodUsage": {"value": 0.458},
  "floorplan.io_pins": {"value": 18},
  "largest_register": {"value": "acc"},
  "synth.ff_latch_count": {"value": 8},
  "wl_per_cell": {"value": 10.6, "unit": "um"},
  "avgSynthCellArea": {"value": 10.5, "unit": "um^2"},
  "worst-path-max-fanout": {"value": 3},
  "placement.cell_area": {"value": 768, "unit": "um^2"},
  "syn2layout_area_growth": {"value": 51.2, "unit": "%"},
  "post_synth_inst_count": {"value": 51},
  "leakage": {"value": 0.335, "unit": "nW"},
  "setup_viol": {"value": 0},
  "clk_transition_reported_paths": {"value": 0.04, "unit": "ns"},
  "vias_in_the_first_global_route": {"value": 448},
  "synth.distinct_cells": {"value": 24},
  "worst_min_path_class": {"value": "reg2reg"},
  "numClockSinks": {"value": 8},
  "synth_sequential_area_ratio": {"value": 0.374},
  "globalRouteTotalUtil": {"value": 0.0358},
  "dr.first_iter.drc_count": {"value": 27},
  "critical_setup_path_kind": {"value": "in2reg"},
  "die_height": {"value": 86, "unit": "um"},
  "finish.instance_area": {"value": 810, "unit": "um^2"},
  "min_period": {"value": 2.56, "unit": "ns"},
  "cts_resized": {"value": 0},
  "drt-total-wl": {"value": 1.29, "unit": "mm"},
  "hold_buffers": {"value": 0},
  "grt_pass1_wl": {"value": 2.14, "unit": "mm"},
  "antenna-diode-count": {"value": 0},
  "core_util_floorplan": {"value": 0.130},
  "slew_violations": {"value": 0},
  "synth.yosys.warnings": {"value": 1},
  "fin_setup_tns": {"value": 0, "unit": "ns"},
  "relSlewSlack": {"value": 0.748},
  "post-cts-setup-buffers": {"value": 0},
  "worst_skew_pair.late_latency": {"value": 0.22, "unit": "ns"},
  "power.ir.vdd_worst": {"value": 0.000109, "unit": "V"},
  "log_warnings": {"value": 25},
  "post_synthesis_instance_area": {"value": 536, "unit": "um^2"},
  "cts_made_buffers": {"value": 3},
  "clock_tree.root_cell": {"value": "clkbuf_8"},
  "drive_gt1_frac": {"value": 0.0563},
  "finClkSkew": {"value": 0.00266, "unit": "ns"},
  "yosys_area": {"value": 536, "unit": "um^2"},
  "holdWs": {"value": 0.490, "unit": "ns"},
  "largest_reg_flops": {"value": 8},
  "antenna_left": {"value": 0},
  "routed_vias_inst": {"value": 3.64},
  "critPathRequiredTime": {"value": 5.69, "unit": "ns"},
  "ys_cells": {"value": 51},
  "clock_tree.buffer_depth": {"value": 2},
  "critical_path_arrival": {"value": 2.65, "unit": "ns"},
  "detailroute.via_count": {"value": 441},
  "drc": {"value": 0},
  "timing.critical_path.from_type": {"value": "primary input"},
  "drtPass1Iterations": {"value": 4},
  "placeableCoreArea": {"value": 4120, "unit": "um^2"},
  "placement_rows": {"value": 23},
  "finalWeightedCongestion": {"value": 0.780},
  "cts.htree.levels": {"value": 1},
  "place_hpwl": {"value": 1.10, "unit": "mm"},
  "tritoncts_clock_tree": {"value": "done"},
  "timing.fmax": {"value": 390, "unit": "MHz"},
  "maxCapViolCount": {"value": 0}
}
[path summary, 6_finish.rpt]
| path | start | endpoint | slack [ns] | cells past startpoint |
|---|---|---|---|---|
| max | a[0] | acc[6]$_DFF_PP0_ | 3.04 | 7 |
| max reg2reg | acc[0]$_DFF_PP0_ | acc[6]$_DFF_PP0_ | 4.04 | 6 |
| max in group asynchronous | reset | acc[0]$_DFF_PP0_ | 4.20 | 2 |
| min in group asynchronous | reset | acc[1]$_DFF_PP0_ | 1.15 | 2 |
| min | acc[0]$_DFF_PP0_ | acc[0]$_DFF_PP0_ | 0.49 | 1 |
| min reg2reg | acc[0]$_DFF_PP0_ | acc[0]$_DFF_PP0_ | 0.49 | 1 |
[through the flow]
stage / util / total power, mW / std cells / setup slack, ns
floorplan: - / 0.257 / 51 / 3.35
global placement: 0.187 / 0.355 / 118 / 2.83
detailed placement: 0.187 / 0.357 / 118 / 2.80
CTS: 0.197 / 0.430 / 121 / 3.03
global route: 0.197 / 0.467 / 121 / 2.97
finish: 0.197 / 0.421 / 121 / 3.04
[final cells by class]
class / instances / area [um^2]
clock buffers: 3 / 41.3
fillers: 450 / 3310
inverters: 6 / 22.5
multi-input cells: 37 / 313
flip-flops and latches: 8 / 200
well taps: 50 / 62.6
repair buffers: 17 / 170
[Yosys cell counts (all sizes together)]
cell type / instances / area [um^2]
a21o: 1 / 7.51
xor2: 2 / 17.5
a221oi: 1 / 8.76
o31a: 1 / 8.76
dfrtp: 8 / 200
ha: 7 / 87.6
nand2: 1 / 3.75
nor2b: 2 / 20.0
o21a: 1 / 7.51
o21ai: 2 / 10.0
o2bb2ai: 1 / 8.76
nand2b: 1 / 6.26
a211oi: 1 / 7.51
inv: 6 / 22.5
xnor2: 2 / 17.5
a21oi: 5 / 25.0
o211ai: 3 / 22.5
nor3: 1 / 5.00
nor2: 1 / 3.75
o311ai: 2 / 17.5
nor3b: 1 / 7.51
fa: 1 / 20.0
[cells in the final DEF, fill, tap and decap left out, types with 2 or more instances in the layout]
master	count
clkdlybuf4s50_1	17
xnor2_1	2
ha_1	7
inv_1	6
o211ai_1	3
a21oi_1	5
o21ai_0	2
clkbuf_8	3
xor2_1	2
dfrtp_1	8
[cell families (layout without fill, tap and decap cells)]
group | Yosys count | after routing | share of synthesized area
flops | 8 | 8 | 0.374
simple gates | 7 | 7 | 0.0864
compound gates | 18 | 18 | 0.231
fa+ha+maj | 8 | 8 | 0.201
buf+inv | 6 | 26 | 0.0421
xor+xnor | 4 | 4 | 0.0654
[metal layers]
layer  vias up  routed length [um]  global-route usage
li1        229                   -                   -
met4         0                   0                   0
met2        14                 572              0.0494
met3         0                 161              0.0276
met1       198                 552              0.0458
met5         -                   0                   0
[report_power, final]
part | leakage, nW | internal (mW) | total, mW | switching, mW
Combinational | 0.220 | 0.139 | 0.244 | 0.105
Clock | 0.0216 | 0.0464 | 0.0675 | 0.0211
Sequential | 0.0932 | 0.0906 | 0.109 | 0.0184
Total | 0.335 | 0.276 | 0.421 | 0.144
[worst max-delay path, stage by stage]
cell and delay [ns]:
clkdlybuf4s50_1 0.46, ha_1 0.18, inv_1 0.06, fa_1 0.44, nor2b_4 0.14, o31a_1 0.15
o311ai_1 0.10
Power is estimated from default activity; no workload was simulated.
