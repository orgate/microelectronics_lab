File: flow/run.sh
#!/bin/bash
# OpenROAD 26Q1-2900-gdf79404cd8, Yosys 0.63+post, stock flow scripts
make -C /OpenROAD-flow-scripts/flow DESIGN_CONFIG=/design/flow/config.mk WORK_HOME=/design/flow/orfs finish
File: flow/config.mk
export PLATFORM = sky130hd
export DESIGN_NAME = memtransfer
export DESIGN_NICKNAME = memtransfer
export VERILOG_FILES = /design/flow/design.v
export SDC_FILE = /design/flow/constraint.sdc
export NUM_CORES = 4
export LEC_CHECK = 1
export CORE_AREA = 10 10 108 108
export DIE_AREA = 0 0 118 118
File: flow/constraint.sdc
current_design memtransfer

set clk_period 3.9
set clk_io_pct 0.2

create_clock -name clk0 -period $clk_period [get_ports {clk}]

set non_clock_inputs [all_inputs -no_clocks]
set_input_delay [expr $clk_period * $clk_io_pct] -clock clk0 $non_clock_inputs
set_output_delay [expr $clk_period * $clk_io_pct] -clock clk0 [all_outputs]
File: flow/design.v
`timescale 1ns / 1ps
module memtransfer(
    input clk,
    input reset,
    input [7:0] din,
	 output reg [9:0] addr_in,
    output [7:0] dout,
	 output reg [9:0] addr_out,
    output reg we,
	 output reg done    
    );
	parameter [1:0]
		st_IDLE = 'd0,
		st_RD1  = 'd1,
		st_RDWR = 'd2;
	reg [1:0] state;
	always @(posedge clk or posedge reset) begin
		if (reset) begin
			state <= st_IDLE;
			addr_in <= 'd0;
			addr_out <= 'd0;
			done <= 'b0;
			we <= 'b0;
		end else begin
			case (state) 
				st_IDLE: begin
					addr_in <= 'd0;
					addr_out <= 'd0;
					done <= 'b0;
					we <= 'b0;
					state <= st_RD1;
				end
				st_RD1: begin
					addr_in <= 'd1;  
					state <= st_RDWR;
					addr_out <= 'd0;  
					we <= 'b1;        
				end
				st_RDWR: begin
					if (addr_out == 'd1023) begin  
						state <= st_IDLE;
						we <= 'b0;
						done <= 'b1;    
					end else begin
						if (addr_in == 'd1023)  
							addr_in <= 'd0;
						else 
							addr_in <= addr_in + 'd1;  
						state <= st_RDWR;       
						addr_out <= addr_out + 'd1;   
						we <= 'b1;              
					end
				end
				default: begin
					we <= 'd0;  
					state <= st_IDLE;  
				end
			endcase
		end
	end
	assign dout = din + 'd42;   
endmodule
==> flow_metrics.tcl <==
# collected from the flow reports
set metrics [dict create \
    gp_congestion 0.817 \
    cts_setup_buffers 0 \
    critPathRequiredTime_ns 3.12 \
    grt_max_degree 26 \
    area_leaders "dfrtp_1, o31ai_1, xnor2_1" \
    yosys_register_bits 25 \
    cap_viol_max_count 0 \
    path_common_cell "clkdlybuf4s50_1" \
    ys_top_cells_by_count "dfrtp_1, o31ai_1, o21ai_0" \
    outcome "completed" \
    drive_gt1_share_pct 9.09 \
    hold_buffers 0 \
    hold_viol_final 0 \
    dr.pass1.iters 4 \
    edf_count 0 \
    simple_gate_share_pct 19.7 \
    yosys.area.top_type_share_pct 42.5 \
    tightest_slew_ns 0.874 \
    die_w_um 118 \
    drtAntennaViolNets 0 \
    crit_chain "clkdlybuf4s50_1 -> ha_1 -> o21a_1 -> o21ai_0 -> xnor2_1 -> clkdlybuf4s50_1" \
    finalCritPeriodShare_pct 82.9 \
    grt_use_total_pct 5.49 \
    slew_headroom_pct 41.3 \
    synth_area_mm2 0.00141 \
    rsz0062_at_grt "no" \
    cts_tree "yes" \
    fillers 1020 \
    ys_async_sr_fraction_pct 100 \
    warnings 25 \
    top_area_cell "dfrtp_1" \
    ys_cells 139 \
    clock_sinks 25 \
    synthDistinctLibCells 38 \
    stdcell_area_mm2 0.00197 \
    ys_sh_xor_pct 4.34 \
    ff_type "dfrtp_1" \
    route.detailed.wl_per_inst_um 12.9 \
    std_cell_rows 35 \
    syn-instance-count 139 \
    ys_sh_aoi_pct 24.9 \
    antenna_cells 0 \
    cpPeakStageDelay_ns 0.48 \
    combGateArea_um2 729 \
    routed_wl_um 3950 \
    path_class "in2out" \
    via_count 1213 \
    holdWs_ns 0.413 \
    root_buffer "clkbuf_8" \
    clock_insertion_delay_worst_skew_ns 0.27 \
    ys_sh_mux_pct 0 \
    timing.rr.end "addr_in[5]$_DFFE_PP0P_" \
    adder_share_pct 2.65 \
    end_kind "output port" \
    port_buffers 37 \
    fin_cells 305 \
    syn2layout_area_growth_pct 39.4 \
    clock_skew_ns 0.00220 \
    power.density_mw_per_mm2 232 \
    period_needed_ns 3.23 \
    fp-utilization_pct 15.2 \
    crit_path_top_delay_cell "clkdlybuf4s50_1" \
    tns_ns 0 \
    crit_arrival_ns 2.45 \
    synth_warnings 1 \
    critPathMaxFanout 3 \
    yosysSeqAreaShare_pct 44.3 \
    seqCellArea_um2 627 \
    chip_area_mm2 0.0139 \
    r2r_start "addr_out[0]$_DFFE_PP0P_" \
    drc 0 \
    cp-start-kind "input pin" \
    io_pins 40 \
    postCtsResizedCells 0 \
    fp.coreArea_mm2 0.00928 \
    worstSetupStartpoint "din[1]" \
    hold_path_class "reg2reg" \
    final_util_pct 21.2 \
    numCtsBuffers 3 \
    synthTopLogicFamily "AND-OR/OR-AND gates" \
    endpoint "dout[7]" \
    ys_area_mm2 0.00141 \
    leakagePower_nw 0.778 \
    r2r_setup_slack_ns 1.64 \
    dieHeight_um 118 \
    grt_pass1_wl_um 6640 \
    place_area_mm2 0.00192 \
    dpl.cell_count 301 \
    initialDrtViolationCount 45 \
    vias_per_cell 3.98 \
    r2r.worst_path.cells 5 \
    setup_viol 0 \
    grt_overflow 0 \
    clk_pin_slew_ns 0.09 \
    grt_antenna_before_repair 0 \
    max_freq_mhz 309 \
    cts-htree-levels 1 \
    hpwl_um 2900 \
    slew_viol_final 0 \
    clk_path_buf_depth 2 \
    ir_drop_v 0.0000888 \
    grt_pass1_vias 1234 \
    syn_avg_cell_area_um2 10.2 \
    synth.most_common_cell "dfrtp_1" \
]
[stage by stage]
step,total power [mW],setup slack (ns)
after floorplan,0.275,1.67
after CTS,0.464,0.647
after detailed placement,0.304,0.647
final,0.458,0.665
after global placement,0.303,0.655
after global routing,0.474,0.567
[state kept, by name, indices dropped and copies added (netlist names)]
register,count
we,1
state,3
done,1
addr_in,10
addr_out,10
[worst min path at each step]
stage,end,from,slack (ns),cells past startpoint
CTS,state[2]$_DFF_PP0_,state[0]$_DFF_PP1_,0.41,0
global route,state[2]$_DFF_PP0_,state[0]$_DFF_PP1_,0.42,0
finish,state[2]$_DFF_PP0_,state[0]$_DFF_PP1_,0.41,0
[layout make-up]
class,instances,area share (%)
clock buffers,3,2.10
clock inverters,1,0.381
inverters,5,0.952
multi-input cells,103,37.0
flip-flops and latches,25,31.8
well taps,129,8.19
repair buffers,39,19.6
[cell usage in the layout (no fill, tap or decap), types with 2 or more instances in the layout]
cell	count
a22o_1	5
a221o_1	3
or2_2	2
and3_2	3
a21oi_1	4
dfrtp_1	24
o31ai_1	13
clkdlybuf4s50_1	37
nand2_1	6
clkbuf_8	3
nor3_1	2
o41ai_1	4
buf_4	2
xnor2_1	7
nor2_1	6
a31oi_1	2
ha_1	3
and2_1	4
o21a_1	4
inv_1	5
nand2b_1	4
nand4_1	4
o21ai_0	8
nand3_1	7
[layer usage]
layer | track usage, % | vias to the layer above | wire, um
li1 | - | 608 | -
met1 | 7.21 | 587 | 1780
met2 | 9.58 | 16 | 2040
met3 | 0.778 | 2 | 94
met4 | 0.696 | 0 | 35
met5 | 0 | - | 0
[power breakdown]
group / switching [mW] / internal, mW
clock network: 0.0886 / 0.0725
logic: 0.0129 / 0.0251
registers: 0 / 0.259
[critical path: cells and delay by family]
family,cells,cell delay (ns)
AOI/OAI and AO/OA,2,0.38
adders and majority gates,1,0.24
buffers and inverters,2,0.92
xor gates and xnor gates,1,0.14
[logic make-up after synthesis]
group                    count (synthesis)
flip-flops                              25
buffers and inverters                   11
adder cells (fa/ha/maj)                  3
AND/OR/NAND/NOR                         45
AND-OR/OR-AND                           48
XOR/XNOR                                 7
Power is estimated from default activity; no workload was simulated.
